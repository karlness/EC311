==> flow/design.v <==
`timescale 1ns / 1ps
module full_adder(
    input c_in,
    input a,
    input b,
    output sum,
    output c_out
    );
    wire w1, w2, w3;
    half_adderr adder(a, b, w1, w2);
    half_adderr addera(c_in, w1, sum, w3);
    or orgate(c_out, w3, w2);
endmodule
`timescale 1ns / 1ps
module half_adderr(
    input a,
    input b,
    output sum,
    output c_out
    );
   and and_gate(c_out, a, b);
   xor xor_gate(sum, a, b);
endmodule
`timescale 1ns / 1ps
module ALU_newadder(
    input [3:0] a,
    input [3:0] b,
    input [2:0] Op,
    input Mode,
    input c_in,
    output c_out,
    output [6:0] CA,
    output [7:0] AN
    );
    wire [3:0] one;
    assign one = 4'b0001;
    wire [3:0] na;
    assign na = ~a;
    wire [3:0] nb;
    assign nb = nb;
    wire [3:0] result0;
    wire cout0;
    carry_select_adder addna1(c_in, na, one, Op[2], result0, cout0);
    wire [3:0] result1;
    wire cout1;
    carry_select_adder addnb1(c_in, nb, one, Op[2], result1, cout1);
    wire [3:0] result2;
    wire cout2;
    carry_select_adder adder(c_in, a, b, Op[2], result2, cout2);
    wire [3:0] result3;
    wire cout3;
    carry_select_adder sub1(c_in, a, b, Op[1], result3, cout3);
    wire [3:0] result5;
    wire cout5;
    carry_select_adder sub2(c_in, b, a, Op[0], result5, cout5);
    wire [3:0] result6;
    wire cout6;
    carry_select_adder adda1(c_in, a, one, Op[0], result6, cout6);
    wire [3:0] result7;
    wire cout7;
    carry_select_adder suba1(c_in, a, one, Op[0], result7, cout7);
    reg c_out;
    reg [3:0] result;
    always @ * begin
    c_out=0;
    case (Mode)
    0: begin
        case (Op)
        3'b000: result = a & b;
        3'b001: result = a | b;
        3'b010: result = ~(a & b);
        3'b011: result = ~(a | b); 
        3'b100: result = a ^ b;
        3'b101: result = ~(a ^ b);
        3'b110: result = ~a;
        3'b111: result = ~b;
        endcase
        end
    1: begin
        case (Op)
        3'b000: {result, c_out} = {result0, cout0};
        3'b001: {result, c_out} = {result1, cout1};
        3'b010: {result, c_out} = {result2, cout2};
        3'b011: {result, c_out} = {result3, cout3}; 
        3'b100: result = a*b;
        3'b101: {result, c_out} = {result5, cout5};
        3'b110: {result, c_out} = {result6, cout6};
        3'b111: {result, c_out} = {result7, cout7};
        endcase
        end
    endcase
    end
    assign AN = 8'b01111111;
    Decoder_Unit disp(result, CA);
endmodule
`timescale 1ns / 1ps
module Decoder_Unit(
    input [3:0] result_2s,
    output [6:0] CA_hex
    );
    reg [6:0] CA_hex;
    always @ (result_2s)
    begin
    case (result_2s)
    4'b0000: CA_hex = 7'b0000001;
    4'b0001: CA_hex = 7'b1001111;
    4'b0010: CA_hex = 7'b0010010;
    4'b0011: CA_hex = 7'b0000110;
    4'b0100: CA_hex = 7'b1001100;
    4'b0101: CA_hex = 7'b0100100;
    4'b0110: CA_hex = 7'b0100000;
    4'b0111: CA_hex = 7'b0001111;
    4'b1000: CA_hex = 7'b0000000;
    4'b1001: CA_hex = 7'b0001100;
    4'b1010: CA_hex = 7'b0001000;
    4'b1011: CA_hex = 7'b1100000;
    4'b1100: CA_hex = 7'b0110001;
    4'b1101: CA_hex = 7'b1000010;
    4'b1110: CA_hex = 7'b0110000;
    4'b1111: CA_hex = 7'b0111000;
    endcase
    end
endmodule
`timescale 1ns / 1ps
module carry_select_adder(
    input c_in,
    input [3:0] a,
    input [3:0] b,
    input mode,
    output [3:0] sum,
    output c_out
    );
    wire B0, B1, B2, B3;
    xor(B0, b[0], mode);
    xor(B1, b[1], mode);
    xor(B2, b[2], mode);
    xor(B3, b[3], mode);
    wire [3:0] t0, t1, c0, c1;
    full_adder add00(1'b0, a[0], B0, t0[0], c0[0]);
    full_adder add01(c0[0], a[1], B1, t0[1], c0[1]);
    full_adder add02(c0[1], a[2], B2, t0[2], c0[2]);
    full_adder add03(c0[2], a[3], B3, t0[3], c0[3]);
    full_adder add10(1'b1, a[0], B0, t1[0], c1[0]);
    full_adder add11(c1[0], a[1], B1, t1[1], c1[1]);
    full_adder add12(c1[1], a[2], B2, t1[2], c1[2]);
    full_adder add13(c1[2], a[3], B3, t1[3], c1[3]);
    multiplexer1 carry(c0[3], c1[3], mode, c_out);
    multiplexer1 adder0(t0[0], t1[0], mode, sum[0]);
    multiplexer1 adder1(t0[1], t1[1], mode, sum[1]);
    multiplexer1 adder2(t0[2], t1[2], mode, sum[2]);
    multiplexer1 adder3(t0[3], t1[3], mode, sum[3]);
endmodule
`timescale 1ns / 1ps
module multiplexer1(
    input i0,
    input i1,
    input sel,
    output bitout
    );
    reg bitout;
    always @ (i0, i1, sel) 
    begin
    if (sel == 0)
        bitout = i0;
    else
        bitout = i1;
    end
endmodule
==> flow/run.sh <==
#!/bin/bash
# OpenROAD 26Q1-2900-gdf79404cd8, Yosys 0.63+post, stock flow scripts
make -C /OpenROAD-flow-scripts/flow DESIGN_CONFIG=/design/flow/config.mk WORK_HOME=/design/flow/orfs finish
==> flow/config.mk <==
export PLATFORM = sky130hd
export DESIGN_NAME = ALU_newadder
export DESIGN_NICKNAME = ALU_newadder
export VERILOG_FILES = /design/flow/design.v
export SDC_FILE = /design/flow/constraint.sdc
export NUM_CORES = 4
export LEC_CHECK = 1
export CORE_AREA = 10 10 99 99
export DIE_AREA = 0 0 109 109
==> flow/constraint.sdc <==
current_design ALU_newadder

set clk_period 5.6
set clk_io_pct 0.2

create_clock -name clk0 -period $clk_period

set non_clock_inputs [all_inputs -no_clocks]
set_input_delay [expr $clk_period * $clk_io_pct] -clock clk0 $non_clock_inputs
set_output_delay [expr $clk_period * $clk_io_pct] -clock clk0 [all_outputs]
==> impl_metrics.yaml <==
# physical design summary
grt:
  global_route.peak_usage_layer: "met2"
  number_of_global_route_vias_before_repair: 1599
  initial_antenna_violation_count: 0
  globalRouteMet3Util: 0.01135
  groute.layer.met1.usage: 0.1148
  grt.met2_usage: 0.1208
  grt_first_pass_wirelength_mm: 7.659
  grt_remaining_overflow: 0
  grtUsageTotal: 0.07639
  largest_net_degree_at_the_start_of_global_routing: 23
synthesis:
  netlist_area_um2: 1823
  yosys_cells: 218
  synth_seq_share: 0
  yosys_warnings: 7
  synth.distinct_cells: 56
  yosys_stat_area_um2: 1823
  synth_cells: 218
  synth.avg_cell_area_um2: 8.362
floorplan:
  fp_util: 0.2359
  die_height_um: 109
  placementRows: 32
  boundaryPins: 29
  dieWidth_um: 109
  core_area_um2: 7727
  die_area_um2: 11880
timing:
  post-route-min-period_ns: 5.436
  final.setup.worst_slack_ns: 0.1638
  maxClockFrequency_mhz: 184.0
  finalCritPeriodShare: 0.9708
  slew_viol_final: 0
  setup_viol: 0
  final_hold_viol_count: 0
  final.setup.tns_ns: 0
power_and_ir_drop:
  combPwrFrac: 1.000
  largest_vdd_supply_drop_uv: 46.78
  power_density_nw_per_um2: 115.4
  p_int_mw: 0.1548
  net_switching_power_mw: 0.1271
  p_clk_frac: 0
  power.sequential.fraction: 0
  fin_total_pwr_mw: 0.2818
  p_sw_frac: 0.4509
  static-leakage-power_nw: 1.130
min_path:
  worst_hold_path_type: "primary input to output port"
drt:
  first_pass_iters: 4
  via_count: 1609
  drt_wl_total_mm: 4.413
  detail-route-antenna-nets: 0
  drt_iter0_drc: 53
  drc_errors: 0
  post_drt_wl_per_cell_um: 12.02
  n_antenna_cell: 0
  via_per_inst: 4.384
placed_design:
  detailedPlacementHpwl_mm: 3.638
  postPlaceCellArea_um2: 2285
  port-buffer-count: 20
  gp_routability_congestion: 0.8665
  placement.setup.worst_slack_ns: -0.4203
cells_and_area:
  lay_top_count: "sky130_fd_sc_hd__buf_4"
  fin_util: 0.3161
  syn2layout_area_growth_pct: 33.97
  fillers: 801
  seq_area_um2: 0
  ff_count: 0
  final_cell_mix: "sky130_fd_sc_hd__buf_4 (34), sky130_fd_sc_hd__ha_1 (23), sky130_fd_sc_hd__inv_1 (20)"
  postLayoutCellArea_um2: 2442
  comb_area_um2: 1682
  layout_cell_share_with_drive_strength_beyond_1: 0.3434
  clock_buffers: 0
critical_path:
  setup.worst_path.start_class: "primary input"
  worst_ep_arrival_time_ns: 4.32
  path_max_fanout: 5
  timing.critical_path.required_ns: 4.48
  path_class: "primary input to output port"
  end_kind: "output port"
job:
  warning_total_across_the_stage_logs: 47
  cap_viol_max_count: 0
status:
  outcome: "complete, no violations"
==> cells by family (layout without fill, tap and decap cells) <==
logic type / after synthesis / count (layout) / share of synthesized area
AOI/OAI and AO/OA: 49 / 49 / 0.1990
buffers and inverters: 48 / 89 / 0.1434
and+or+nand+nor: 52 / 52 / 0.1469
muxes: 12 / 12 / 0.08854
other: 2 / 8 / 0.004120
xor gates and xnor gates: 16 / 16 / 0.08854
adders and majority gates: 39 / 39 / 0.3294
==> cell usage after synthesis, drive strengths merged (2+ instances only) <==
master / instances / share of area
a211oi: 3 / 0.015
a21oi: 9 / 0.025
a32oi: 3 / 0.019
and3: 2 / 0.0069
buf: 19 / 0.083
conb: 2 / 0.0041
fa: 15 / 0.16
ha: 24 / 0.16
inv: 28 / 0.058
mux2: 3 / 0.019
mux2i: 6 / 0.033
mux4: 3 / 0.037
nand2: 13 / 0.032
nand2b: 3 / 0.010
nand3: 6 / 0.016
nor2: 14 / 0.030
nor2b: 5 / 0.017
nor3b: 2 / 0.0082
o211ai: 4 / 0.019
o21ai: 12 / 0.033
o221ai: 2 / 0.0096
o22ai: 4 / 0.014
or2: 2 / 0.0069
xnor2: 8 / 0.043
xor2: 7 / 0.034
==> worst max-delay path, stage by stage <==
cell and delay (ns):
sky130_fd_sc_hd__buf_2 0.12, sky130_fd_sc_hd__buf_6 0.12, sky130_fd_sc_hd__ha_4 0.23, sky130_fd_sc_hd__fa_2 0.35, sky130_fd_sc_hd__inv_2 0.06, sky130_fd_sc_hd__fa_2 0.17
sky130_fd_sc_hd__inv_1 0.04, sky130_fd_sc_hd__fa_1 0.48, sky130_fd_sc_hd__nand3b_1 0.11, sky130_fd_sc_hd__a32oi_2 0.25, sky130_fd_sc_hd__o221ai_2 0.14, sky130_fd_sc_hd__o211ai_2 0.14
sky130_fd_sc_hd__buf_6 0.16, sky130_fd_sc_hd__buf_4 0.11, sky130_fd_sc_hd__mux2i_1 0.19, sky130_fd_sc_hd__o22ai_1 0.11, sky130_fd_sc_hd__clkdlybuf4s50_1 0.41
==> through the flow <==
| step | instances | hold WS, ns |
|---|---|---|
| 6_report | 367 | 3.102 |
| 5_1_grt | 367 | 3.158 |
| 4_1_cts | 365 | 3.267 |
| 3_5_place_dp | 360 | 3.514 |
| 3_3_place_gp | 360 | 3.528 |
| 2_1_floorplan | 224 | 2.487 |
==> power groups by stage <==
stage     logic, mW  registers [mW]  clock network, mW
5_1_grt       0.317               0                  0
4_1_cts       0.271               0                  0
6_report      0.282               0                  0
==> layout make-up <==
class                           instances  share of cell area
Multi-Input combinational cell        176              0.6885
Timing Repair Buffer                   61              0.2147
Tap cell                              102             0.05225
Inverter                               28             0.04457
==> final timing paths <==
kind / to / start / cells after the start
setup / recovery: CA[0] / Op[0] / 17
hold / removal: c_out / Op[2] / 5
==> metal layers <==
layer,share of wire,routed length [um]
met5,0,0
met4,0,0
met3,0.051,224
met2,0.45,1980
met1,0.50,2209
==> repair_timing <==
item                                    4_1_cts  5_1_grt
gates resized                                30       29
hold buffers                                  0        0
endpoints found under the setup margin        7        7
setup buffers                                 5        2
gates cloned                                  0        0
pin swaps                                     8        9
Power and IR drop assume default switching activity.
