**design/flow/config.mk**
```make
export PLATFORM = sky130hd
export DESIGN_NAME = ripplesubtractor
export DESIGN_NICKNAME = ripplesubtractor
export VERILOG_FILES = /design/flow/design.v
export SDC_FILE = /design/flow/constraint.sdc
export NUM_CORES = 4
export LEC_CHECK = 1
export CORE_AREA = 10 10 70 70
export DIE_AREA = 0 0 80 80
```
**design/flow/constraint.sdc**
```tcl
current_design ripplesubtractor

set clk_period 2.7
set clk_io_pct 0.2

create_clock -name clk0 -period $clk_period

set non_clock_inputs [all_inputs -no_clocks]
set_input_delay [expr $clk_period * $clk_io_pct] -clock clk0 $non_clock_inputs
set_output_delay [expr $clk_period * $clk_io_pct] -clock clk0 [all_outputs]
```
**design/flow/design.v**
```verilog
`timescale 1ns / 1ps
module full_adder(
    input c_in,
    input a,
    input b,
    output sum,
    output c_out
    );
    wire w1, w2, w3;
    half_adderr adder(a, b, w1, w2);
    half_adderr addera(c_in, w1, sum, w3);
    or orgate(c_out, w3, w2);
endmodule
`timescale 1ns / 1ps
module half_adderr(
    input a,
    input b,
    output sum,
    output c_out
    );
   and and_gate(c_out, a, b);
   xor xor_gate(sum, a, b);
endmodule
`timescale 1ns / 1ps
  module ripplecarry_adder(
    input c_in,
    input  [2:0] a,
    input  [2:0] b,
    output [2:0] sum,
    output c_out
    );
    wire [2:0] w1, w2, w3;
    full_adder adder1 (a[0], b[0], c_in, sum[0], w1[0]);
    full_adder adder2(a[1], b[1], w1[0], sum[1], w1[1]);
    full_adder adder3(a[2], b[2], w1[1], sum[2], c_out);
endmodule
`timescale 1ns / 1ps
module ripplesubtractor(
     input c_in,
     input [2:0]a,
     input [2:0]b,
     input [1:0] mode,
     output [2:0] sum,
     output c_out 
    );
    wire [2:0] Breg;
    assign Breg = mode[0] ? b: ~b+1 ;
    ripplecarry_adder ripple(.c_in(c_in), .a(a), .b(Breg), .sum(sum), .c_out(c_out));
endmodule
```
**design/flow/run.sh**
```bash
#!/bin/bash
# OpenROAD 26Q1-2900-gdf79404cd8, Yosys 0.63+post, stock flow scripts
make -C /OpenROAD-flow-scripts/flow DESIGN_CONFIG=/design/flow/config.mk WORK_HOME=/design/flow/orfs finish
```
==> ci_impl_report.md <==
### Metrics collected by this job

| Metric | Value |
|---|---|
| Largest net degree at the start of global routing | `3` |
| Finished Cell Area | `322.8 um2` |
| WL final | `488 um` |
| Max-cap violations | `0` |
| First-pass DRT Iterations | `2` |
| Hold Vio Cnt, Final | `0` |
| Slew Limit Fails | `0` |
| Share of cells above drive strength 1 | `46.15%` |
| Ys cells | `16` |
| Via count | `124` |
| Post-synth seq share | `0%` |
| Final ANT Viol Nets | `0` |
| Clock buf count | `0` |
| Die width | `80 um` |
| Placement-stage cell area | `307.8 um2` |
| FF/Latch Area | `0 um2` |
| Slowest CP cell | `fa_1` |
| FP Core Util | `4.249%` |
| PD cells | `159.6 mW/mm2` |
| CP startpoint kind | `primary input` |
| Worst IR Drop VDD | `0.00002128 V` |
| Most used cell, CP | `fa_2` |
| Worst-Margin Slew | `0.1886 ns` |
| Crit path cell chain | `buf_8, buf_6, fa_2, fa_2, inv_2, fa_1, inv_1, buf_2` |
| Final setup viols | `0` |
| Synthesized area | `145.1 um2` |
| Total die area | `0.006400 mm2` |
| Wire per inst | `6.778 um` |
| Crit-path max cell delay | `0.40 ns` |
| Avg Inst Size Synth | `9.071 um2` |
| P_leak | `0.1316 nW` |
| Status | `completed` |
| 1st-iter DRT viols | `2` |
| Relative slew slack | `87.34%` |
| RSZ-0062 raised after global routing | `true` |
| Core ar. | `0.003416 mm2` |
| Synth-to-Final Area Change | `122.4%` |
| Post-route minimum period | `2.636 ns` |
| Netlist cell types | `7` |
| Fin util | `9.451%` |
| OpenROAD warnings | `34` |
| Clock network fraction of total power | `0%` |
| Die height | `80 um` |
| # rows | `21` |
| Worst setup endpoint | `sum[2]` |
| FMAX | `379.3 MHz` |
| Ant diodes | `0` |
| GR Overflow Total | `0` |
| DRC violation count after routing | `0` |
| Worst setup EP type | `output pin` |
| Period utilization | `97.65%` |
| Tot GR Track Use | `1.669%` |
| Net switching power | `0.01749 mW` |
| Crit Path Max Fanout | `2` |
| I/O pin cnt | `13` |
| Switching Fraction | `33.95%` |
| CP startpoint | `b[0]` |
| Initial antenna violation count | `0` |
| Flop pwr share | `0%` |
| Hold Path Class | `in -> out` |
| Synthesis Warnings | `0` |
| Gpl congestion | `0.7316` |
| Yosys stat area | `145.1 um2` |
| DR vias/cell | `1.722` |
| Crit Path Category | `in -> out` |
| WP data arrival | `2.10 ns` |
| Global-route wire length before repair | `828 um` |
| Int Pwr | `0.03403 mW` |
| Comb pwr share | `100.0%` |
| Mapped Cells | `16` |
| IO buf count | `12` |
| Number of global-route vias before repair | `155` |
| Registers | `0` |
| Worst Path Required | `2.16 ns` |
## placed cells by master, fill, tap and decap left out
cell	count
clkdlybuf4s50_1	4
inv_1	3
inv_2	3
fa_2	2
clkdlybuf4s15_1	2
buf_6	2
dlygate4sd2_1	2
mux2_4	1
nor2_1	1
xnor2_1	1
fa_1	1
ha_4	1
buf_8	1
clkbuf_2	1
buf_2	1
## per-layer routing
layer  track usage, %  part of all wire, %  vias to the layer above
li1                 -                    -                       61
met1            1.933                   39                       53
met2            2.006                   30                       10
met3            2.045                   32                        0
met4                0                    0                        0
met5                0                    0                        -
## Yosys cell counts
| cell | n | area [um2] |
|---|---|---|
| buf_4 | 3 | 22.52 |
| fa_1 | 3 | 60.06 |
| ha_1 | 1 | 12.51 |
| inv_1 | 6 | 22.52 |
| mux2_4 | 1 | 15.01 |
| nor2_1 | 1 | 3.750 |
| xnor2_1 | 1 | 8.760 |
## cells by family (layout without fill, tap and decap cells)
group,Yosys count,in the layout,synth area share [%]
fa+ha+maj,4,4,50.00
simple gates,1,1,2.584
xor+xnor,1,1,6.036
mux,1,1,10.34
buf+inv,9,19,31.03
## stage by stage
step / hold slack [ns] / worst slack [ns] / power, mW / TNS (ns) / cells
2_1_floorplan: 1.294 / 0.1191 / 0.02827 / 0 / 16
3_3_place_gp: 2.165 / -0.8110 / 0.05657 / -1.709 / 72
3_5_place_dp: 2.185 / -0.8359 / 0.05746 / -1.751 / 72
4_1_cts: 1.667 / 0.001875 / 0.05030 / 0 / 72
5_1_grt: 1.691 / -0.008658 / 0.06150 / -0.008658 / 72
6_report: 1.661 / 0.06353 / 0.05152 / 0 / 72
## area by class of cell
type	instances	area (um2)
Fill cell	400	3093
Inverter	6	22.52
Tap cell	46	57.56
Timing Repair Buffer	13	125.1
Multi-Input combinational cell	7	117.6
## power by group through the flow
stage | registers (mW) | logic [mW] | clock network (mW)
CTS | 0 | 0.0503 | 0
global route | 0 | 0.0615 | 0
finish | 0 | 0.0515 | 0
## worst min path at each step
stage | slack, ns | startpoint | to | cells past startpoint
5_1_grt | 1.69 | b[1] | sum[1] | 4
6_report | 1.66 | b[1] | sum[1] | 4
4_1_cts | 1.67 | b[1] | sum[1] | 4
## worst max-delay path, delay by kind of cell
family / cells / cell delay [ns]
adders and majority gates: 3 / 1.14
buffers and inverters: 5 / 0.42
## timing repair
action                     4_1_cts  5_1_grt
hold buffers                     0        0
setup endpoints to repair        3        1
gates resized                   22        8
setup buffers                    0        0
pin swaps                        4        4
Power and IR drop assume default switching activity.
