===== flow/design.v =====
`timescale 1ns / 1ps
module StopwatchModule(
    input clk,   
    input [2:0] control,   
    output reg [31:0] count = 0   
);
   initial begin
     count = 0;
     end
    reg running = 0;   
    always @(posedge clk) begin
        if (control[1]) begin
            count <= 0;        
            running <= 0;      
        end
        else if (control[2]) begin
            running <= 0;      
        end
        else if (control[0]) begin
            running <= 1;      
        end
        if (running) begin
            count <= count + 1;   
        end
    end
endmodule

===== flow/run.sh =====
#!/bin/bash
# OpenROAD 26Q1-2900-gdf79404cd8, Yosys 0.63+post, stock flow scripts
make -C /OpenROAD-flow-scripts/flow DESIGN_CONFIG=/design/flow/config.mk WORK_HOME=/design/flow/orfs finish

===== flow/config.mk =====
export PLATFORM = sky130hd
export DESIGN_NAME = StopwatchModule
export DESIGN_NICKNAME = StopwatchModule
export VERILOG_FILES = /design/flow/design.v
export SDC_FILE = /design/flow/constraint.sdc
export NUM_CORES = 4
export LEC_CHECK = 1
export CORE_UTILIZATION = 30

===== flow/constraint.sdc =====
current_design StopwatchModule

set clk_period 7.2
set clk_io_pct 0.2

create_clock -name clk0 -period $clk_period [get_ports {clk}]

set non_clock_inputs [all_inputs -no_clocks]
set_input_delay [expr $clk_period * $clk_io_pct] -clock clk0 $non_clock_inputs
set_output_delay [expr $clk_period * $clk_io_pct] -clock clk0 [all_outputs]

==> results.py <==
# Auto-generated metrics
metrics = {
    "pwr": {
        "peakVddDrop_mv": 0.128,
        "switching_share_pct": 20.7,
        "internal-power_mw": 0.387,
        "pwr-share-comb_pct": 8.2,
        "seqPwrFrac_pct": 49.2,
        "p_leak_nw": 0.733,
        "powerDensity_nw_per_um2": 204,
        "power.share.clock_pct": 42.6,
        "p_sw_mw": 0.101,
    },
    "clock_tree": {
        "cts-htree-levels": 2,
        "clk_path_buf_depth": 2,
        "cts_sinks": 33,
        "tritoncts": "done",
        "cts-hold-fix-buffers": 0,
        "post_cts_buffers": 0,
        "cts_buffers": 5,
        "cts_resized": 0,
        "clock-root-buffer": "clkbuf_8",
        "clkSlewWorstSetupHoldPaths_ps": 70,
        "clk-insertion-delay-late_ps": 280,
    },
    "timing": {
        "finalSetupViolCount": 0,
        "rsz0062_at_grt": "false",
        "finClkSkew_ps": 3.78,
        "hold_viol_final": 0,
        "max_slew.worst_pin.slew_ps": 781,
        "setup-tns-final_ps": 0,
        "relSlewSlack_pct": 47.9,
        "slew_violations": 0,
        "fmax_mhz": 367,
        "fin_crit_ps": 2730,
        "fin_crit_sh_pct": 37.9,
    },
    "grt": {
        "antenna_found_initial": 0,
        "track_usage_pct": 14.7,
        "grt_pass1_wl_um": 7220,
        "grt_start_max_net_pins": 33,
        "grt_pass1_vias": 1437,
        "grt_overflow_total": 0,
    },
    "drt": {
        "num_vias": 1584,
        "wl_per_cell_um": 14.8,
        "antennaDiodeCount": 0,
        "drtAntennaViolNets": 0,
        "firstDrtPassIters": 4,
        "drc": 0,
        "first_iter_violations": 92,
        "wirelength_um": 4200,
        "via_per_inst": 5.58,
    },
    "critical_path": {
        "required_ps": 5760,
        "critPathMaxStageDelay_ps": 510,
        "startpoint_type": "register",
        "crit_fanout": 8,
        "crit_family": "buffers and inverters",
        "crit_path_start": "count[18]$_SDFFCE_PN0P_",
        "r2r-start": "count[13]$_SDFFCE_PN0P_",
        "worstPathCellList": "clkdlybuf4s50_1",
        "critPathBufInv": 1,
        "cp_slowest_cell": "clkdlybuf4s50_1",
        "endpoint_kind": "output pin",
        "critPathKind": "reg2out",
        "critical_path.endpoint": "count[18]",
        "timing.critical_path.depth": 1,
        "reg2regPathDepth": 4,
        "cp_data_arrival_time_ps": 1290,
        "reg2reg_slack_ps": 4750,
        "rr_endpoint": "count[22]$_SDFFCE_PN0P_",
    },
    "worst_hold_path": {
        "timing.hold.worst.class": "reg2reg",
    },
    "floorplanning": {
        "core_um2": 5960,
        "die_h_um": 80.7,
        "fp_util_pct": 31.2,
        "die_area_um2": 6510,
        "die_x_um": 80.7,
        "rows": 28,
        "io_pins": 36,
    },
    "final_layout": {
        "drive_gt1_share_pct": 8.13,
        "syn2layout_area_growth_pct": 29.0,
        "mi_logic_area_um2": 818,
        "register_area_um2": 981,
        "stdcell_area_um2": 2400,
        "fillers": 593,
    },
    "synth": {
        "synthAdderAreaFrac_pct": 0.673,
        "top_logic_kind": "simple AND/OR/NAND/NOR gates",
        "yosys-stat-cells": 175,
        "avgSynthCellArea_um2": 10.6,
        "mux_share_pct": 0,
        "numSynthFlops": 33,
        "seq_area_frac_synth_pct": 52.8,
        "synthCells": 175,
        "synth-simple-area-share_pct": 25.4,
        "xor_share_pct": 4.71,
        "top_area_share_pct": 51.7,
        "synth.cell_area_um2": 1860,
        "area_leaders": "edfxtp_1 52%, o31ai_1 5.3%, a21oi_1 4.8%",
        "synth_cell_types": 34,
        "yosys.area.top_type": "edfxtp_1",
        "yosys_warnings": 1,
        "ys_area_um2": 1860,
        "ys_sh_aoi_pct": 13.3,
    },
    "job": {
        "cap_viol_max_count": 0,
        "warnings": 25,
    },
    "place": {
        "place.gp.congestion": 0.762,
        "placed_cell_area_um2": 2260,
        "dpl.hpwl_um": 2740,
        "place.port_buffers": 35,
    },
    "outcome": {
        "outcome": "finished, final reports clean",
    },
}
how the worst min path moves through the flow:
stage / from / slack, ps / cells past startpoint / to
4_1_cts: running$_SDFFE_PP0P_ / 590 / 2 / running$_SDFFE_PP0P_
5_1_grt: running$_SDFFE_PP0P_ / 660 / 2 / running$_SDFFE_PP0P_
6_report: running$_SDFFE_PP0P_ / 590 / 2 / running$_SDFFE_PP0P_
placed cells by master, fill, tap and decap left out, types with 2 or more instances in the layout:
| cell | count |
|---|---|
| a21oi_1 | 18 |
| and2_1 | 4 |
| and3_1 | 3 |
| and4_1 | 4 |
| bufinv_16 | 2 |
| clkbuf_8 | 5 |
| clkdlybuf4s50_1 | 35 |
| edfxtp_1 | 32 |
| inv_1 | 3 |
| nand2_1 | 9 |
| nand3_1 | 8 |
| nand4_1 | 12 |
| nor2_1 | 12 |
| o21ai_0 | 5 |
| o31ai_1 | 13 |
| or3_1 | 3 |
| or3_2 | 2 |
| or4_1 | 12 |
| or4_2 | 2 |
| xor2_1 | 9 |
state kept, by name (all words and copies together) (netlist names):
signal and count:
count 32, running 1
layout make-up:
| class | count | share of cell area (%) |
|---|---|---|
| multi-input combinational | 129 | 34.2 |
| inverter | 3 | 0.470 |
| tap | 75 | 3.92 |
| sequential | 33 | 40.9 |
| clock inverter | 3 | 2.72 |
| timing repair buffer | 36 | 14.9 |
| clock buffer | 5 | 2.87 |
stage by stage:
step           hold WS (ps)  cells  util [%]  power [mW]  setup slack (ps)
6_report                587    284      40.2       0.488              4470
5_1_grt                 656    284      40.2       0.509              4400
4_1_cts                 595    284      40.2       0.492              4460
3_5_place_dp            586    276      38.0       0.284              4260
3_3_place_gp            578    276      38.0       0.284              4260
2_1_floorplan           515    175         -       0.254              4940
power by group through the flow:
| stage | Clock, mW | Combinational, mW | Sequential, mW |
|---|---|---|---|
| 5_1_grt | 0.221 | 0.0454 | 0.243 |
| 4_1_cts | 0.211 | 0.0405 | 0.240 |
| 6_report | 0.208 | 0.0400 | 0.240 |
synth_stat cells:
library cell	number
nor3_1	1
and4_1	4
dfxtp_1	1
buf_2	2
or4_1	12
nand4_2	1
or4_4	1
o31a_1	1
and2_1	4
o311ai_0	1
or2_2	1
or3_2	2
or3_1	3
edfxtp_1	32
o21ai_0	5
inv_1	3
ha_1	1
nand2b_1	1
or4_2	2
o21a_1	1
nand4_1	12
clkbuf_1	7
nand3_1	8
a21oi_1	18
and4_2	1
nand2_1	9
buf_6	1
nor2_1	12
o31ai_1	13
xnor2_1	1
and3_1	3
xor2_1	9
o41ai_1	1
nor4_1	1
routing by layer:
layer  share of wire, %  global-route usage, %  vias up
met5                  0                      0        -
li1                   -                      -      760
met4               0.48                   1.61        0
met1                 47                   24.8      758
met3                9.2                   3.23        2
met2                 43                   20.8       64
cell families (layout without fill, tap and decap cells):
logic type                 Yosys count  count (layout)
and+or+nand+nor                     78              78
AOI/OAI and AO/OA                   40              40
DFF                                 33              33
buffers and inverters               13              47
xor gates and xnor gates            10              10
adders and majority gates            1               1
Power figures rest on the tool's default switching activity, not on a simulated workload.
